<file path="flow/config.mk">
export PLATFORM = sky130hd
export DESIGN_NAME = Final
export DESIGN_NICKNAME = Final
export VERILOG_FILES = /design/flow/design.v
export SDC_FILE = /design/flow/constraint.sdc
export NUM_CORES = 4
export LEC_CHECK = 1
export CORE_UTILIZATION = 40
</file>
<file path="flow/constraint.sdc">
current_design Final

set clk_period 4.9
set clk_io_pct 0.2

create_clock -name clk0 -period $clk_period [get_ports {FPGA_clk}]

set non_clock_inputs [all_inputs -no_clocks]
set_input_delay [expr $clk_period * $clk_io_pct] -clock clk0 $non_clock_inputs
set_output_delay [expr $clk_period * $clk_io_pct] -clock clk0 [all_outputs]
</file>
<file path="flow/design.v">
module Final (
    input reset,
    input phcOne, phcTwo,   
    input [2:0] Tcount,     
    input FPGA_clk,
    output wire [6:0] Seg1,
	 output wire [6:0] Seg2,
    output wire [6:0] Seg3,
    output wire [6:0] Seg4,
    output wire [1:0] flags
);
    wire [3:0] PSeg1;   
    wire [3:0] PSeg2;   
    wire [3:0] TSeg1;   
    wire [3:0] TSeg2;   
    wire clock;
    wire [3:0] Pcount;
    wire [1:0] Tcount_wire;
    wire [6:0] Pwait;
    divider #(.COUNT_MAX(500_000)) Div1 (
        .clk(FPGA_clk),
        .reset(reset),
        .clock(clock)
    );
	 tellers_to_digit T1(
	 .t1(Tcount[0]),
	 .t2(Tcount[1]),
	 .t3(Tcount[2]),
	 .digit(Tcount_wire)
	 );
    queue Q1(
        .reset(reset),
        .phcOne(phcOne),
        .phcTwo(phcTwo),
        .Tcount(Tcount_wire),
        .clock(clock),
        .Pcount(Pcount),
        .Pwait(Pwait),
        .emptyFlag(flags[0]),
        .fullFlag(flags[1])
    );
    display D1(
        .Pcount(Pcount),
        .Pwait(Pwait),
        .Pseg1(PSeg1),
		  .Pseg2(PSeg2),
        .TSeg1(TSeg1),
        .TSeg2(TSeg2)
    );
    sevenBehavioral segment1(.digit(PSeg1), .seg(Seg1));
    sevenBehavioral segment2(.digit(PSeg2), .seg(Seg2));
    sevenBehavioral segment3(.digit(TSeg1), .seg(Seg3));
    sevenBehavioral segment4(.digit(TSeg2), .seg(Seg4));
endmodule
module display #(
    parameter n = 3,
    parameter P_COUNT_MAX = (1 << (n+1)) - 1,
    parameter P_WAIT_MAX  = 3 * P_COUNT_MAX,
    parameter WTIME_WIDTH = $clog2(P_WAIT_MAX + 1)
)(
    input  wire [n:0] Pcount,
    input  wire [WTIME_WIDTH:0] Pwait,
    output reg [3:0] Pseg1,
	 output reg [3:0] Pseg2,
    output reg [3:0] TSeg1,   
    output reg [3:0] TSeg2    
);
    always @(*) begin
		  if (Pcount >= 60) begin
            Pseg1 = 6;
            Pseg2 = Pcount - 60;
        end else if (Pcount >= 50) begin
            Pseg1 = 5;
            Pseg2 = Pcount - 50;
        end else if (Pcount >= 40) begin
            Pseg1 = 4;
            Pseg2 = Pcount - 40;
        end else if (Pcount >= 30) begin
            Pseg1 = 3;
            Pseg2 = Pcount - 30;
        end else if (Pcount >= 20) begin
            Pseg1 = 2;
            Pseg2 = Pcount - 20;
        end else if (Pcount >= 10) begin
            Pseg1 = 1;
            Pseg2 = Pcount - 10;
        end else begin
            Pseg1 = 0;
            Pseg2 = Pcount;
        end
    end
    always @(*) begin
        if (Pwait >= 60) begin
            TSeg1 = 6;
            TSeg2 = Pwait - 60;
        end else if (Pwait >= 50) begin
            TSeg1 = 5;
            TSeg2 = Pwait - 50;
        end else if (Pwait >= 40) begin
            TSeg1 = 4;
            TSeg2 = Pwait - 40;
        end else if (Pwait >= 30) begin
            TSeg1 = 3;
            TSeg2 = Pwait - 30;
        end else if (Pwait >= 20) begin
            TSeg1 = 2;
            TSeg2 = Pwait - 20;
        end else if (Pwait >= 10) begin
            TSeg1 = 1;
            TSeg2 = Pwait - 10;
        end else begin
            TSeg1 = 0;
            TSeg2 = Pwait;
        end
    end
endmodule
module divider #(
    parameter COUNT_MAX = 25_000_000   
)(
    input clk,
    input reset,
    output reg clock
);
reg [24:0] count;
always@(posedge clk or negedge reset) begin
    if(!reset) begin 
        count <= 0;
        clock <= 0;
    end 
    else begin
        if(count < COUNT_MAX) begin
            count <= count + 1;
        end 
        else begin
            count <= 0;
            clock <= ~clock;
        end 
    end
end 
endmodule
module queue #(                 
    parameter n = 3,
    parameter P_COUNT_MAX = (1 << (n+1)) - 1, 
    parameter P_WAIT_MAX  = 3 * P_COUNT_MAX,  
    parameter WTIME_WIDTH = $clog2(P_WAIT_MAX + 1) 
)(
    input wire reset,             
    input wire phcOne, phcTwo,    
    input wire [1:0] Tcount,      
    input wire clock,             
    output reg [n:0] Pcount,
    output reg [WTIME_WIDTH:0] Pwait,
    output reg emptyFlag, fullFlag    
);
    localparam IDLE    = 2'b00;
    localparam COMING  = 2'b01;
    localparam LEAVING = 2'b10;
    reg [1:0] state;
    reg phcOne_safe, phcOne_prev;
    reg phcTwo_safe, phcTwo_prev;
    wire one_fall = (!phcOne_safe && phcOne_prev);
    wire two_fall = (!phcTwo_safe && phcTwo_prev);
    wire [n+3:0] base_wait;
	 assign base_wait = (Tcount == 0) ? 0 : 
                   ((Pcount + Tcount > 0) ? (Pcount + Tcount - 1) : 0);
    always @(posedge clock or negedge reset) begin
        if (!reset) begin
            state       <= IDLE;
            Pcount      <= 0;
            fullFlag    <= 0;
            emptyFlag   <= 1;
            phcOne_safe <= 1'b1; 
            phcOne_prev <= 1'b1;
            phcTwo_safe <= 1'b1; 
            phcTwo_prev <= 1'b1;
            Pwait       <= 0;
        end else begin
            phcOne_safe <= phcOne; 
            phcTwo_safe <= phcTwo;
            phcOne_prev <= phcOne_safe;
            phcTwo_prev <= phcTwo_safe;
            fullFlag  <= (Pcount == P_COUNT_MAX);
            emptyFlag <= (Pcount == 0);
            case (state)
                IDLE: begin
                    if (one_fall && (Pcount < P_COUNT_MAX)) begin
                        state <= COMING;
                    end 
                    else if (two_fall && (Pcount > 0)) begin
                        state <= LEAVING;
                    end
                end
                COMING: begin
                    Pcount <= Pcount + 1;
                    state  <= IDLE;
                end
                LEAVING: begin
                    Pcount <= Pcount - 1;
                    state  <= IDLE; 
                end
                default: state <= IDLE;
            endcase
            if (Pcount == 0) begin
                Pwait <= 0;
            end else begin
                case(Tcount)
                    2'd1: Pwait <= 3 * base_wait;
                    2'd2: Pwait <= (3 * base_wait) >> 1; 
                    2'd3: Pwait <= base_wait;            
                    default: Pwait <= 3 * base_wait;
                endcase
            end
        end
    end
endmodule
module sevenBehavioral (
    input  [3:0] digit,    
    output reg [6:0] seg   
);
    always @(*) begin
        case (digit)
            4'd0: seg = ~7'b1111110;   
            4'd1: seg = ~7'b0110000;   
            4'd2: seg = ~7'b1101101;   
            4'd3: seg = ~7'b1111001;   
            4'd4: seg = ~7'b0110011;   
            4'd5: seg = ~7'b1011011;   
            4'd6: seg = ~7'b1011111;   
            4'd7: seg = ~7'b1110000;   
            4'd8: seg = ~7'b1111111;   
            4'd9: seg = ~7'b1111011;   
            default: seg = ~7'b0000000;   
        endcase
    end
endmodule
module tellers_to_digit(
input t1, t2, t3,
output reg [1:0] digit
); 
always@(*) begin
 digit = t1 + t2 + t3 ;
end
endmodule
</file>
<file path="flow/run.sh">
#!/bin/bash
# OpenROAD 26Q1-2900-gdf79404cd8, Yosys 0.63+post, stock flow scripts
make -C /OpenROAD-flow-scripts/flow DESIGN_CONFIG=/design/flow/config.mk WORK_HOME=/design/flow/orfs finish
</file>
==> metrics.yaml <==
synthesis:
  synth.most_common_cell: "nor2_1"
  xor_share: 0.0715
  ys.warnings.count: 5
  ys_area_um2: 3970
  synth-edff-count: 0
  ys_cells: 456
  common_cells: "nor2_1 (51), dfrtp_1 (40), ha_1 (38)"
  top_area_frac: 0.252
  topCellsByArea: "dfrtp_1 (25%), ha_1 (12%), nor2_1 (4.8%)"
  ys_sh_simple: 0.216
  netlist_area_um2: 3970
  synthCells: 456
  syn_avg_cell_area_um2: 8.71
  top_logic_kind: "simple AND/OR/NAND/NOR gates"
  top_area_cell: "dfrtp_1"
  flop_cell: "dfrtp_1"
  ys_sh_adder: 0.135
  synth-seq-cells: 46
  async_flop_share: 1.00
  yosysSeqAreaShare: 0.292
  aoi_share: 0.199
  ys_sh_mux: 0.0208
  synthDistinctLibCells: 74
global_route:
  grtUsageTotal: 0.157
  grt_pass1_wl_mm: 13.1
  grt_overflow: 0
  antenna_found_initial: 0
  grt_pass1_vias: 2833
  grt_start_max_net_pins: 47
timing:
  rsz0062_at_grt: "false"
  period_used_share: 0.347
  fmax_mhz: 589
  fin_setup_tns_ns: 0
  hold_violations: 0
  worst_slack_ns: 3.20
  skew_ns: 0.00310
  tightest_slew_ns: 0.702
  relSlewSlack: 0.532
  untimed_endpoints: 47
  finalSetupViolations: 0
  period_needed_ns: 1.70
  report.final.slew_viol_count: 0
  unclocked_regs: 20
flow_run:
  warnings: 44
  drv_cap: 0
die:
  fp-utilization: 0.410
  dieHeight_um: 102
  core_um2: 9680
  die_width_um: 102
  chip_area_um2: 10300
  io_pins: 37
  rows: 36
placement:
  place.gp.congestion: 0.863
  dp_hpwl_mm: 5.66
  portBuffers: 33
  dp_cells: 605
  preCtsSetupSlack_ns: 3.22
power:
  ir_worst_vdd_mv: 0.231
  p_leak_nw: 1.90
  power_density_nw_per_um2: 462
route:
  antennaDiodeCount: 0
  firstDrtPassIters: 5
  drc: 0
  wl_met3_um: 259
  wl_per_cell_um: 12.3
  highest_layer: "met4"
  wl_met1_mm: 3.85
  via_per_inst: 5.22
  routed_wl_mm: 7.47
  ant_nets: 0
  num_vias: 3173
  drtIter0Drc: 132
  met2_length_mm: 3.33
final_layout:
  drive_above_1_share: 0.0695
  final_core_util: 0.454
  logic_area_um2: 2580
  fillCellCount: 909
  seq_area_um2: 1160
  area_growth_pct: 10.6
  fin_cells: 608
worst_hold_path:
  hold_path.class: "reg -> reg"
cts:
  cts_hold_buf: 0
  cts_buffers: 3
  clk_latency_ns: 0.26
  clk_pin_slew_worst_paths_ns: 0.08
  cts_tree: "yes"
  cts_buffer_depth: 2
  post-cts-setup-buffers: 0
  cts_root_buf: "clkbuf_8"
  postCtsResizedCells: 0
  cts_max_level: 1
setup_path:
  r2r_cells: 8
  reg2reg_from: "Div1.count[0]"
  path_max_fanout: 5
  r2r-end: "Div1.count[16]"
  worst_setup_path_end_kind: "flip-flop"
  endpoint: "Div1.count[16]"
  cp_data_required_time_ns: 5.05
  critPathKind: "reg -> reg"
  arrival_ns: 1.85
  reg2reg_slack_ns: 3.20
  crit_start: "Div1.count[0]"
  cp-start-kind: "flip-flop"
status:
  status: "completed"
kinds of logic (layout without fill, tap and decap cells):
logic type | after synthesis | after routing
and+or+nand+nor | 167 | 167
buffers and inverters | 54 | 66
adders and majority gates | 41 | 41
muxes | 8 | 8
DFF | 46 | 46
AOI/OAI and AO/OA | 108 | 108
xor gates and xnor gates | 30 | 30
other | 2 | 9
through the flow:
stage,power (mW),hold slack [ns],cell area [µm²]
2_1_floorplan,1.40,0.448,4000
3_3_place_gp,1.92,0.460,4360
3_5_place_dp,1.92,0.474,4360
4_1_cts,2.05,0.485,4400
5_1_grt,2.26,0.516,4400
6_report,2.03,0.485,4400
placed cells by master, fill, tap and decap left out, types with 14 or more instances in the layout:
| master | instances |
|---|---|
| nand2_1 | 36 |
| xnor2_1 | 16 |
| ha_1 | 38 |
| nor2_1 | 51 |
| dfrtp_1 | 40 |
| a21oi_1 | 18 |
| o21ai_0 | 14 |
| inv_1 | 28 |
| clkdlybuf4s50_1 | 32 |
power breakdown:
group          internal [mW]  switching, mW  leakage, nW
Combinational          0.801          0.716         1.29
Sequential             0.322         0.0809        0.585
Clock                 0.0549         0.0594       0.0216
area by class of cell:
class | instances | share of cell area
repair buffers | 35 | 0.0774
multi-input cells | 363 | 0.588
well taps | 133 | 0.0378
clock buffers | 3 | 0.00939
inverters | 28 | 0.0239
flip-flops and latches | 46 | 0.264
metal layers:
layer / vias up / track usage
li1: 1632 / -
met1: 1471 / 0.257
met2: 68 / 0.241
met3: 2 / 0.0119
met4: 0 / 0.0156
met5: - / 0
worst min-delay path by stage:
stage              from            end  slack [ns]  depth (start not counted)
4_1_cts   Div1.count[0]  Div1.count[0]        0.49                          1
5_1_grt   Div1.count[0]  Div1.count[0]        0.52                          1
6_report  Div1.count[0]  Div1.count[0]        0.48                          1
state kept, by name, indices dropped and copies added (netlist names), 3 cells and up:
signal,count
Div1.count,25
Q1.Pcount,4
Q1.Pwait,7
Q1.state,3
worst max-delay path, stage by stage (launching register included):
cell,delay (ns)
dfrtp_1,0.39
ha_1,0.19
and3_1,0.19
and3_1,0.27
nand2_1,0.11
nor2_1,0.16
nand2_1,0.08
xor2_1,0.14
nor2_1,0.05
Power and IR drop assume default switching activity.
