[flow/design.v]
module ALU(A,B,alu_result,op);
input [1:0] A,B;
input [2:0] op;
output [3:0] alu_result;
reg [3:0] alu_result;
always @(*)
begin
    case(op)
    3'b000: 
        alu_result = A && B ; 
    3'b001:
        alu_result = A || B;
    3'b010:
        alu_result = A + B;
    3'b011:
        alu_result = A - B;
    3'b100:
        alu_result = A * B;
    3'b101:
        alu_result = A > B? 4'b0001 : 4'b0000;
    3'b110:
        alu_result = A < B ? 4'b0000 : 4'b0001;
    3'b111:
        alu_result = 4'b0;
    default : alu_result = 4'b0;
    endcase 
end
endmodule
[flow/run.sh]
#!/bin/bash
# OpenROAD 26Q1-2900-gdf79404cd8, Yosys 0.63+post, stock flow scripts
make -C /OpenROAD-flow-scripts/flow DESIGN_CONFIG=/design/flow/config.mk WORK_HOME=/design/flow/orfs finish
[flow/config.mk]
export PLATFORM = sky130hd
export DESIGN_NAME = ALU
export DESIGN_NICKNAME = ALU
export VERILOG_FILES = /design/flow/design.v
export SDC_FILE = /design/flow/constraint.sdc
export NUM_CORES = 4
export LEC_CHECK = 1
export CORE_AREA = 10 10 70 70
export DIE_AREA = 0 0 80 80
[flow/constraint.sdc]
current_design ALU

set clk_period 1.3
set clk_io_pct 0.2

create_clock -name clk0 -period $clk_period

set non_clock_inputs [all_inputs -no_clocks]
set_input_delay [expr $clk_period * $clk_io_pct] -clock clk0 $non_clock_inputs
set_output_delay [expr $clk_period * $clk_io_pct] -clock clk0 [all_outputs]
==> notes.md <==
run results: CP max FO 2, Pleak 0.3064 nW, dominant cell type by area after synthesis ha_1, Psw 0.00007680 W, yosys aoi share 21.28%, Avg Cell Area, Syn 8.648 um2, proportion of layout cells with a drive suffix above 1 65.15%, setup ws final -635.7 ps, die x size 80 um, Via density 3.330, WP data required 1040 ps, placement row count 21, stage-log warning count 38, final worst path period share 148.9%, first-pass GRT wire length 1807 um, and+or+nand+nor area frac 28.09%, GRT Total Usage 3.335%, largest net degree at the start of global routing 8, Synth cell types 21, Core Util at FP 8.608%, Post-Synth Adder-Cell Area 39.15%, clock buffers 0, type of origin of the critical path input pin, DP Wirelength 816 um, cells after synthesis 34, nature of the critical path endpoint output pin, gpl congestion 0.8275, YS warnings 1, Cell area leaders ha_1, fa_1, a22o_1, dominant logic cell type in the layout buf_4, fin crit period 1936 ps, Iter 0 DRT Violations 8, synthesized cell area 294.0 um2, max-slew violation count 0, final wirelength 986 um, Reg area 0 um2, Synth-to-Final Area Change 132.3%, yosys stat area 294.0 um2, sequential element share of the synthesized area 0%, comb. cell area 322.8 um2, core footprint 3416 um2, antenna-violating nets left 0, first drt pass iteration count 4, Fmax achieved 516.6 MHz, RSZ-0062 raised after global routing true, Top logic family adder cells, Finished Cell Area 683.2 um2, Avg WL per Cell 8.804 um, failing checks setup timing, sequential power share 0%, chip area 6400 um2, run status complete, but fails checks, Comb pwr share 100.0%, Crit path arrival time 1680 ps, peak supply drop 0.04789 mV, ANT cells 0, slew margin rel. 81.65%, initial antenna violation count 0, Switching Fraction 38.13%, vias in the first global route 390, internal power 0.0001246 W, max_cap viols 0, Seq Cell Count 0, Port Buffers 11, WS Path Type in -> out, Synth top area share 25.53%, XOR Share, Synth 0%, GR Overflow Total 0, Worst-Margin Slew 272.7 ps, # setup viols final 4, PwrDens 294.8 nW/um2, Fillers 378, Hold Vio Cnt, Final 0, Place WS -1481 ps, yosys cell count 34, DP Area 595.6 um2, most instantiated logic cells after routing buf_4, buf_6, buf_2, die height 80 um, vias 373, clock share of power 0%, DRC viols 0, worst hold-check path type in -> out, mux frac, synth 3.830%, Top Ports 11
## area by class of cell
| cell class | count | share of cell area (%) |
|---|---|---|
| multi-input combinational | 30 | 47.25 |
| timing repair buffer | 33 | 40.84 |
| tap | 46 | 8.425 |
| inverter | 3 | 3.480 |
## what timing repair did
action	in CTS	in global routing
buffers inserted	8	2
pin swaps	10	10
hold buffers	0	0
setup endpoints to repair	4	4
resized	43	3
## worst max-delay path, cell delays in order
cell and delay (ps):
buf_12 90, inv_12 30, ha_4 140, fa_2 370, buf_6 130, and4bb_2 280
a21oi_2 30, a32oi_1 200, buf_2 140
## per-stage QoR
| step | hold WS [ps] | cells | util (%) | power, W | setup TNS, ps |
|---|---|---|---|---|---|
| after global routing | 1128 | 112 | 20.00 | 0.0002240 | -2474 |
| after detailed placement | 1720 | 103 | 17.44 | 0.0001722 | -5531 |
| after global placement | 1730 | 103 | 17.44 | 0.0001717 | -5472 |
| final | 1085 | 112 | 20.00 | 0.0002014 | -2240 |
| after floorplan | 627.3 | 34 | - | 0.00007372 | -401.8 |
| after CTS | 1080 | 111 | 20.11 | 0.0002015 | -2412 |
## cell families after synthesis
logic type	after synthesis
buffers and inverters	4
AND-OR/OR-AND	8
multiplexers	1
adder cells (fa/ha/maj)	8
AND/OR/NAND/NOR	13
## metal layers
metal | track usage, % | wire length [um] | vias up
li1 | - | - | 192
met1 | 4.455 | 457 | 174
met2 | 5.939 | 486 | 7
met3 | 0.3409 | 41 | 0
met4 | 0 | 0 | 0
met5 | 0 | 0 | -
## synthesized netlist by cell type
cell / n
fa_1: 2
nand4_1: 1
nor2b_1: 1
nor3_1: 1
inv_1: 3
mux2_2: 1
and4bb_2: 1
a32oi_1: 1
nor2_1: 4
a32o_1: 1
nand2_1: 1
ha_1: 6
and2_1: 1
o22ai_1: 1
buf_6: 1
a21oi_1: 2
a22o_1: 2
nor3b_1: 1
nor4_1: 1
nand2b_4: 1
a221o_1: 1
## power by group through the flow
stage | Clock [W] | Sequential (W) | Combinational, W
final | 0 | 0 | 0.000201
after global routing | 0 | 0 | 0.000224
after CTS | 0 | 0 | 0.000202
## final timing paths
check	startpoint	to	slack (ps)	cells past startpoint
worst max-delay path	A[0]	alu_result[0]	-640	9
worst min-delay path	B[0]	alu_result[0]	1090	6
Power and IR drop assume default switching activity.
